===== design/flow/config.mk =====
export PLATFORM = sky130hd
export DESIGN_NAME = spi_msb
export DESIGN_NICKNAME = spi_msb
export VERILOG_FILES = /design/flow/design.v
export SDC_FILE = /design/flow/constraint.sdc
export NUM_CORES = 4
export LEC_CHECK = 1
export CORE_UTILIZATION = 40

===== design/flow/design.v =====
module spi_msb(
    input             CLK,
    input             RST,
    input             START,
    input[7:0]        TXDATA,
    input             RXSIG,
    output reg        TXSIG = 0,
    output reg[7:0]   RXDATA1,
    output reg[7:0]   RXDATA2,
    output reg        SPICLK = 1,  
	output			  CS_N
);
	reg[7:0] txbuff  = 8'h0;
	reg[7:0] rxbuff1 = 8'h0;
	reg[7:0] rxbuff2 = 8'h0;
	reg      spien   = 0;
	reg[8:0] clkCnt  = 9'b0;
	reg[4:0] dataCnt = 5'b0;
	reg		 rxf	 = 1'b0;
	reg[7:0] txcnt   = 5'h0;
	reg[7:0] spicnt  = 5'h0;
	reg      rx12    = 1'b0;
	parameter CLKFLAG = 9'd125; 
	parameter DATAFLAG = 9'd250; 
	always@(posedge CLK or negedge RST)begin
		if(!RST)begin
			txbuff  <= 8'h0;
			rxbuff1 <= 8'h0;
			rxbuff2 <= 8'h0;
			spien   <= 0;
			SPICLK  <= 1; 
			clkCnt  <= 9'b0;
			rxf     <= 1'b0;
			spicnt  <= 5'h0;
			rx12    <= 1'b0;
		end
		else begin
			if(spien)begin
				clkCnt <= clkCnt + 9'b1;
				if(clkCnt == CLKFLAG)begin
					SPICLK <= ~SPICLK;
					spicnt <= spicnt + 5'h1;
					if(!SPICLK)begin
						if (rxf == 1'b1) begin
							if (rx12 == 1'b0 ) begin
								rxbuff1[7:1] <= {rxbuff1[6:0]};
								rxbuff1[0]   <= RXSIG;
								if (spicnt > 15) begin
									rx12 = 1'b1;
								end
							end
							else begin
								rxbuff2[7:1] <= {rxbuff2[6:0]};
								rxbuff2[0]   <= RXSIG;
							end
						end
						dataCnt <= dataCnt + 5'b1;
					end
				end
				else if(clkCnt == DATAFLAG)begin
					if(dataCnt < 5'b11001)begin
						clkCnt <= 9'b0;
						SPICLK <= ~SPICLK;
						TXSIG  <= txbuff[7];
						txbuff <= {txbuff[6:0], 1'b0};
						txcnt  <= txcnt + 1;
							rxf <= 1'b1;
					end
					else begin
						RXDATA1  <= rxbuff1;
						RXDATA2  <= rxbuff2;
						txbuff  <= 8'h0;
						spien   <= 0;
						clkCnt  <= 9'b0;
						dataCnt <= 5'b0;
						SPICLK  <= 1; 
						rx12    <= 1'b0;
					end
				end
			end
			else if(START)begin
				spien   <= 1;
				clkCnt  <= 9'b0;
				dataCnt <= 5'b0;
				SPICLK  <= 0; 
				TXSIG   <= TXDATA[7];
				txbuff  <= {TXDATA[6:0], 1'b0};
				rxf     <= 1'b0;
				txcnt   <= 5'h0;
				spicnt  <= 5'h0;
				rx12    <= 1'b0;
			end
		end
	end
	assign CS_N = ~spien;
endmodule

===== design/flow/run.sh =====
#!/bin/bash
# OpenROAD 26Q1-2900-gdf79404cd8, Yosys 0.63+post, stock flow scripts
make -C /OpenROAD-flow-scripts/flow DESIGN_CONFIG=/design/flow/config.mk WORK_HOME=/design/flow/orfs finish

===== design/flow/constraint.sdc =====
current_design spi_msb

set clk_period 2.8
set clk_io_pct 0.2

create_clock -name clk0 -period $clk_period [get_ports {CLK}]

set non_clock_inputs [all_inputs -no_clocks]
set_input_delay [expr $clk_period * $clk_io_pct] -clock clk0 $non_clock_inputs
set_output_delay [expr $clk_period * $clk_io_pct] -clock clk0 [all_outputs]

==> run notes <==
The flow ran to the end, and the final reports show no timing, DRC or antenna violations. Post-CTS repair ended up resizing 0 cells. The number of synthesis warnings came out at 1.

The final period utilization is 81.8%, and the XOR/XNOR share of the synthesized area is 2.45%. The cell-mix breakdown from Yosys lists the compound-gate area share as 9.83%. The routed layout has 1820 vias. Setup TNS: 0 ns. TritonCTS built the clock tree. The tools report the final count of hold timing violations as 0.

The run gives 1623 as the via count of the first global-routing pass. According to the CTS report, the clock sink count is 66. The design area came out at 3570 sq um.

The final timing report gives a worst setup slack of 0.508 ns. The starting density of the core is 41.7%. Entering global routing, the biggest net connects 43 pins. The script parses the final routing iteration and logs DRC violations as 0. Global routing finished with a remaining overflow of 0. Looking at the cell usage after synthesis, the top flip-flop cell is dfrtp_1. With the mean instance size in the synthesized netlist at 13.0 sq um, the area of the core is 6870 sq um. The tools report the startpoint kind of the worst setup timing path as a flip-flop. In the final layout, the share of cells above drive strength 1 is 18.1%. With the number of buffers created by CTS at 9, the number of buffers on the longest clock path is 2. Per the layout area report, the combinational gate area comes to 1060 sq um.

The worst hold-check slack is 0.0225 ns, and the number of buffers added to fix hold violations after cts is 0. The actual slew at the worst max-slew pin came out at 0.623 ns. Counting the fill cells in the layout gives 578. The placement summary gives the final routability congestion estimate as 0.847. The power per standard cell area came out at 668 nW/um^2. The tool flagged a number of max-cap violations equal to 0.

The proportion of synthesized flip-flops having asynchronous set or reset works out to 66.7%. Pin placement for this block handled 31 I/O pins. Looking at the worst setup and hold paths, the clock pins of their registers show a slew of 0.07 ns. The run gives 3 as the level count of the clock H-tree. The run gives 0 for the final antenna-violating net count. After the first detailed-routing iteration, the DRC count stood at 74. STA lists the maximum fanout along the critical path as 8. The sequential cell area came out at 1760 sq um. The synthesized netlist handed to floorplanning was reported with a cell count of 221.

The area of the mapped netlist came out at 2870 sq um. By area the synthesized netlist is led by dfrtp_1 (38%), edfxtp_1 (23%), mux2_2 (6.7%), o21ai_0 (2.4%), and3_1 (2.2%). For the final max-slew violation count, the log shows 0. After synthesis, the design contains 221 cells according to Yosys. The setup path with the least slack is of type reg -> reg. In the synthesized netlist, the dominant kind of combinational cell is simple AND/OR/NAND/NOR gates. The start point of the critical path was clkCnt[1]$_DFFE_PN0P_.

The run gives 7910 um as the first-pass GRT wire length. Note that the worst hold path type here is in -> async. Across all stage logs, warnings added up to 27. The arrival time at the worst endpoint was 2.52 ns; the worst clock skew was 0.00795 ns. Per the synthesis report, the single largest cell type by area occupies 37.6% of cell area. The register bit count reported by yosys works out to 66.

Yosys reports the multiplexer fraction of the synthesized area as 7.73%. The first detailed-routing pass took 4 iterations. The sum of net half-perimeters after detailed placement is 3240 um, and the post-synthesis share of cell area spent on full adders, half adders and majority gates is 2.18%. The number of placed instances, taps included, is 351.

STA lists the startpoint of the worst register-to-register path as clkCnt[1]$_DFFE_PN0P_. After floorplanning, the core was divided into 30 placement rows. Per the slew report, the remaining headroom to the max-slew limit stands at 58.1%.

The run gives 86.6 um for the width of the chip. The run gives 2.38 mW as the power after layout. In this run the clock root is driven by a clkbuf_8. Number of diodes: 0. The gate-level netlist out of Yosys references 47 unique cell types.

Measured along the y axis, the die boundary spans 86.6 um. The number of setup violations in the final report is 0. Per the OpenROAD floorplan log, the area of the die is 7510 sq um.

The shortest clock period the worst path allows after layout is 2.29 ns. Leaving out fill and tap cells, the most frequent cell in the layout is dfrtp_1. STA classifies the critical path endpoint as a flip-flop.

Average wire per standard cell: 12.8 um. The post-CTS setup repair buffer count came out at 0. For this run, the number of standard cells in the final layout without fillers is 367.

The data required time reported for the critical path is 3.03 ns. The synthesized design spends more area on one cell type than any other, namely dfrtp_1. The detailed router reported a total wirelength of 4690 um. Per the synthesis report, the simple-gate share of the synthesized area is 14.9%. The overall global routing resource usage is 14.0%, and the utilization after layout is 52.0%. The post-synth tally of flip-flops with integrated enable came out at 22. Timing analysis after detailed placement gives a worst setup slack of 0.525 ns.

Sequential cells were found to cover 61.5% of the synthesized design area. Per the cell usage report, the commonest logic cells after layout are dfrtp_1 (43), clkdlybuf4s50_1 (29), edfxtp_1 (22). The total cell area at the placement stage was 3330 sq um; the upper clock frequency limit was 436 MHz. Setup repair after global routing left no endpoint under its margin. After detailed routing, the number of vias per cell comes to 4.96.

The placement report lists the number of port buffers as 30. The area added between synthesis and finish is 24.7%, and the number of antenna violations at the first check in global routing is 0. With the area of the synthesized netlist per yosys stat at 2870 sq um, the clock insertion delay at the later pin of the skew report is 0.34 ns. The worst ir drop on vdd came out at 0.462 mV. Summed over all cells, the static leakage comes to 1.57 nW.
[path summary, 6_finish.rpt]
check,cells after the start,slack [ns],end
setup / recovery,6,0.51,rxbuff1[7]$_DFFE_PN0P_
min in group clk0,0,0.45,RXDATA1[7]$_DFFE_PP_
hold reg to reg,0,0.45,RXDATA1[7]$_DFFE_PP_
max in group asynchronous,2,2.05,SPICLK$_DFFE_PN1P_
hold / removal,1,0.02,rx12$_DFFE_PN0P_
setup reg to reg,6,0.51,rxbuff1[7]$_DFFE_PN0P_
[power breakdown]
group	switching, mW	internal, mW	total (mW)
Sequential	0.103	1.08	1.18
Combinational	0.116	0.129	0.245
Clock	0.366	0.594	0.960
Total	0.585	1.80	2.38
[worst max-delay path, cell delays in order, from the launching register on]
cell and delay, ns:
dfrtp_1 0.42, inv_1 0.09, ha_1 0.19, nand4b_4 0.13, or3_1 0.41, nor4b_4 0.56
mux2_2 0.40
[logic make-up after synthesis]
kind of cell	count (synthesis)
adder cells (fa/ha/maj)	5
AND/OR/NAND/NOR	69
flip-flops	66
AND-OR/OR-AND	43
XOR/XNOR	8
multiplexers	20
buffers and inverters	10
[per-layer routing]
metal	up-vias	GRT usage, %	wire length (um)	share of wire (%)
li1	921	-	-	-
met1	856	23.0	2400	51
met2	34	20.1	2030	43
met3	9	3.77	183	3.9
met4	0	1.82	71	1.5
met5	-	0	0	0
[synthesized netlist by cell type (all sizes together) (2+ instances only)]
library cell,instances
o22ai,2
mux2,17
edfxtp,22
clkbuf,4
o311ai,2
a21oi,7
o21ai,14
ha,5
nand4,4
o31ai,4
nor3,2
and2,4
dfrtp,43
nor2,11
nand2,14
mux2i,3
nand4b,3
and3,10
nand2b,2
buf,2
a21o,5
nor4,2
inv,3
nor3b,5
xor2,7
nand3,5
or4,2
[sequential cells by signal, indices dropped and copies added, names as in the netlist, 5 cells and up]
name and count:
clkCnt 9, RXDATA1 8, RXDATA2 8, rxbuff1 8
rxbuff2 8, spicnt 8, txbuff 7, dataCnt 5
[final cells by class]
type                       instances  area share, %
multi-input combinational        145           29.7
sequential                        66           49.4
inverter                           4          0.420
tap                               96           3.36
timing repair buffer              40           10.4
clock inverter                     6           3.19
clock buffer                      10           3.57
Power figures rest on the tool's default switching activity, not on a simulated workload.
