### flow/run.sh
#!/bin/bash
# OpenROAD 26Q1-2900-gdf79404cd8, Yosys 0.63+post, stock flow scripts
make -C /OpenROAD-flow-scripts/flow DESIGN_CONFIG=/design/flow/config.mk WORK_HOME=/design/flow/orfs finish
### flow/config.mk
export PLATFORM = sky130hd
export DESIGN_NAME = uart_hello
export DESIGN_NICKNAME = uart_hello
export VERILOG_FILES = /design/flow/design.v
export SDC_FILE = /design/flow/constraint.sdc
export NUM_CORES = 4
export LEC_CHECK = 1
export CORE_UTILIZATION = 50
### flow/constraint.sdc
current_design uart_hello

set clk_period 6.6
set clk_io_pct 0.2

create_clock -name clk0 -period $clk_period [get_ports {clk}]

set non_clock_inputs [all_inputs -no_clocks]
set_input_delay [expr $clk_period * $clk_io_pct] -clock clk0 $non_clock_inputs
set_output_delay [expr $clk_period * $clk_io_pct] -clock clk0 [all_outputs]
### flow/design.v
`timescale 1ns / 1ps
module baud_clk#(
    parameter FREQ_CLKIN    =   100_000_000,
    parameter BAUD_RATE     =   9600
)(
    input   clk,
    output  tx_clk
);
    parameter TX_ACC_MAX   = FREQ_CLKIN / BAUD_RATE;
    parameter TX_ACC_WIDTH = $clog2(TX_ACC_MAX);
    reg [TX_ACC_WIDTH - 1:0] tx_acc = 0;
    assign tx_clk = tx_acc[0];
    always @(posedge clk) begin
        if (tx_acc == TX_ACC_MAX[TX_ACC_WIDTH - 1:0])
            tx_acc <= 0;
        else
            tx_acc <= tx_acc + 1'b1;
    end
endmodule
`timescale 1ns / 1ps
module send_signal#(
    parameter FREQ_CLKIN = 100_000_000
)(
    input       clk,
    input       pause,
    output      send
);
    parameter SEND_RATE         = 1;                         
    parameter SEND_CNT_MAX      = FREQ_CLKIN / SEND_RATE;
    parameter SEND_CNT_WIDTH    = $clog2(SEND_CNT_MAX);
    reg [SEND_CNT_WIDTH - 1:0] cnt = 0;
    always@(posedge clk) begin
        cnt <= cnt + 1'b1;
        if (cnt == SEND_CNT_MAX) begin
            cnt <= 0;
        end
    end
    assign send = pause ? 1'b0 : (cnt == 1);
endmodule
`timescale 1ns / 1ps
module tx(
    input       [7:0]   data_in,
    input               wr_en,
    input               clk,
    input               tx_clk,
    output  reg         tx,
    output              tx_busy
);
    initial tx = 1'b1;
    localparam STATE_IDLE   = 2'b00;
    localparam STATE_START  = 2'b01;
    localparam STATE_DATA   = 2'b11;
    localparam STATE_STOP   = 2'b10;
    reg [7:0] data      = 8'h00;
    reg [2:0] bitpos    = 3'h0;
    reg [1:0] state     = STATE_IDLE;
    always @(posedge clk) begin
        case (state)
        STATE_IDLE: begin
            if (wr_en) begin
                state   <= STATE_START;
                data    <= data_in;
                bitpos  <= 3'h0;
            end
        end
        STATE_START: begin
            if (tx_clk) begin
                tx      <= 1'b0;
                state   <= STATE_DATA;
            end
        end
        STATE_DATA: begin
            if (tx_clk) begin
                if (bitpos == 3'h7)
                    state   <= STATE_STOP;
                else
                    bitpos  <= bitpos + 3'h1;
                tx <= data[bitpos];
            end
        end
        STATE_STOP: begin
            if (tx_clk) begin
                tx      <= 1'b1;
                state   <= STATE_IDLE;
            end
        end
        default: begin
            tx      <= 1'b1;
            state   <= STATE_IDLE;
        end
        endcase
    end
    assign tx_busy = (state == STATE_START || state == STATE_DATA);
endmodule
`timescale 1ns / 1ps
module uart#(
    parameter FREQ_CLKIN    = 100_000_000,
    parameter BAUD_RATE     = 9600
)
(
    input           clk,
    input   [7:0]   data_in,
    input           wr_en,
    output          tx,
    output          tx_busy
);
    wire tx_clk;
    baud_clk#(
        .FREQ_CLKIN(FREQ_CLKIN),
        .BAUD_RATE(BAUD_RATE)
    )
    U_baud_clk(
        .clk(clk),
        .tx_clk(tx_clk)
    );
    tx U_tx(
        .data_in(data_in),
        .wr_en(wr_en),
        .clk(clk),
        .tx_clk(tx_clk),
        .tx(tx),
        .tx_busy(tx_busy)
    );
endmodule
`timescale 1ns / 1ps
module uart_hello #(
    parameter FREQ_CLKIN    = 100_000_000,
    parameter BAUD_RATE     = 9600
)
(
    input   clk,
    input   pause,
    output  tx,
    output  tx_debug
);
    localparam STRING_SEND  = "Hello World!\n";
    localparam STRING_LEN   = 13;
    localparam STATE_IDLE   = 1'b0;
    localparam STATE_SEND   = 1'b1;
    parameter BYTE_INDEX_WIDTH  = $clog2(STRING_LEN);
    parameter BIT_INDEX_WIDTH   = 3 + BYTE_INDEX_WIDTH;
    reg [BYTE_INDEX_WIDTH - 1:0]    bytepos;
    reg [BIT_INDEX_WIDTH - 1 :0]    bitpos;
    reg [7                   :0]    tx_data;
    reg                             state       = STATE_IDLE;
    reg                             wr_en       = 0;
    wire [8 * STRING_LEN - 1 :0]    tx_str_bit  = STRING_SEND;
    wire                            tx_busy;
    always@(posedge send or negedge tx_busy) begin
        if (send) begin
            bytepos = STRING_LEN;
            bitpos  = bytepos * 8 - 1;
            tx_data = tx_str_bit[bitpos-:8];
            wr_en   = 1;
            bytepos = bytepos - 1;
            state   = STATE_SEND;
        end
        else begin
            case (state)
                STATE_IDLE: begin
                    wr_en   = 0;
                    tx_data = 0;
                end
                STATE_SEND: begin
                    bitpos  = bytepos * 8 - 1;
                    tx_data = tx_str_bit[bitpos-:8];
                    wr_en   = 1;
                    bytepos = bytepos - 1;
                    if (bytepos == 0) begin
                        state = STATE_IDLE;
                    end
                    else begin
                        state = STATE_SEND;
                    end
                end
                default: state = STATE_IDLE;
            endcase
        end
    end
    assign tx_debug = tx;
    uart#(
        .FREQ_CLKIN(FREQ_CLKIN),
        .BAUD_RATE(BAUD_RATE)
    )
    U_uart(
        .clk(clk),
        .data_in(tx_data),
        .wr_en(wr_en),
        .tx(tx),
        .tx_busy(tx_busy)
    );
    send_signal#(
        .FREQ_CLKIN(FREQ_CLKIN)
    )
    U_send_signal(
        .clk(clk),
        .pause(pause),
        .send(send)
    );
endmodule
==> metrics.cfg <==
[outcome]
status=finished, final reports clean

[sta]
untimed_endpoints=20
hold_viol=0
drv_slew=0
period_used_share=0.3656
unclocked_pins=13
setup_viol_count_final=0
relSlewSlack=0.4213
rsz0062_at_grt=false
fin_crit_ns=2.413
skew_ns=0.01247
fmax_mhz=414.4
tightest_slew_ns=0.8648
tns_ns=0

[floorplan]
die_y_um=81.71
core_area_um2=6026
initial_core_util=0.5272
rows=28
io_pins=4
die_w_um=81.71
dieArea_um2=6677

[setup_path]
worst_ep_arrival_time_ns=1.09
path_class=reg -> out
max_stage_delay_ns=0.45
rr_worst_depth=4
cp_num_cells=1
cp-end-kind=output port
cp_num_buf_inv=1
critical-path-top-delay-family=buffers and inverters
path_cells=clkdlybuf4s50_1
path_max_fanout=2
cp-start-kind=flip-flop
required_ns=5.28
crit_path_top_delay_cell=clkdlybuf4s50_1

[route]
routedWlPerCell_um=13.39
via_per_inst=5.495
n_antenna_cell=0
drt_iter0_markers=63
vias=2154
first_pass_iters=4
routed_wl_mm=5.250
drc=0
ant_nets=0

[grt]
grt-busiest-layer=met1
gr-usage-met1=0.3079
track_usage=0.1782
grt_pass1_wl_mm=8.997
grt_overflow=0
met2_usage=0.2575
grt_antenna_before_repair=0
grt_max_degree=17
grt_pass1_vias=1946
grt_use_met3=0.02255

[placed_design]
portBuffers=3
globalplace.congestion=0.8262
dpl.cell_count=384
detailed_place_hpwl_mm=3.779

[synth]
avgSynthCellArea_um2=9.990
synth_cell_types=52
yosysTopAreaCell=dfxtp_1
ys_seq_share=0.4860
edf_count=13
synth_warnings=5
top_cell_area_share=0.2584
ys_cells=318
ys_top_cells_by_count=dfxtp_1, nor2_1, xnor2_1, inv_1, nand3_1
top_cells_by_area=dfxtp_1, edfxtp_1, xnor2_1
syn_inst=318
ff_type=dfxtp_1
top_cell=dfxtp_1
syn_area_um2=3177
synthArstFlopShare=0.1940
ys.flops=67
ys_chip_area_um2=3177

[clocking]
tritoncts=yes
cts_root_buf=clkbuf_8
cts.clk_slew.worst_paths_ns=0.10
numCtsBuffers=5
clock_path_buffers=2
cts-resized-gates=0
postCtsHoldBufs=0
clkLatencyLatePin_ns=0.30
cts_setup_buffers=0
h-tree-depth=2

[pwr]
peakVddDrop_v=0.00008347
leakagePower_nw=1.216
p_per_area_nw_per_um2=160.8

[final_layout]
drive_above_1_share=0.07571
syn_to_final_growth_pct=5.711
instances_no_fill=392

[min_path]
hold_path.class=reg -> reg
hold_depth=1

[flow_run]
maxCapViolCount=0
tool_warnings=33

[cells in the final DEF, fill, tap and decap left out, drive strengths merged, types with 8 or more instances in the layout]
cell type / instances
xor2: 9
xnor2: 22
inv: 18
nand2: 16
mux2i: 8
edfxtp: 13
nand3: 17
o21ai: 12
nand4: 12
a21oi: 12
ha: 13
dfxtp: 41
nor2: 26
[registers in the layout (all words and copies together) (netlist names), 2 cells and up]
signal	count
bytepos	4
U_uart.U_tx.state	2
U_uart.U_tx.data	7
tx_data	7
U_send_signal.cnt	27
U_uart.U_tx.bitpos	3
U_uart.U_baud_clk.tx_acc	14
[power breakdown]
group	total [mW]	internal (mW)	switching [mW]	leakage [nW]
registers	0.336	0.336	0	0.601
clock network	0.203	0.0964	0.107	0.0544
logic	0.000646	0.000516	0.000129	0.561
total	0.540	0.433	0.107	1.22
[cell type report]
| type | instances | area [um^2] |
|---|---|---|
| fill | 531 | 2668 |
| clock buffer | 7 | 96.34 |
| tap | 75 | 93.84 |
| clock inverter | 1 | 8.758 |
| multi-input combinational | 220 | 1510 |
| inverter | 18 | 67.56 |
| sequential | 67 | 1544 |
| timing repair buffer | 4 | 37.54 |
[stage by stage]
stage          total power [mW]  setup slack [ns]    util  hold WS [ns]  instance area [um^2]
2_1_floorplan            0.3441             4.638       -        0.4409                  3177
3_3_place_gp             0.3448             4.511  0.5399        0.4666                  3253
3_5_place_dp             0.3447             4.512  0.5399        0.4733                  3253
4_1_cts                  0.5472             4.170  0.5573        0.4881                  3358
5_1_grt                  0.5597             4.111  0.5573        0.5113                  3358
6_report                 0.5400             4.187  0.5573        0.4821                  3358
[worst paths after layout]
kind         slack, ns                      endpoint                         start
max               4.19                      tx_debug                U_uart.U_tx.tx
min               0.48  U_uart.U_baud_clk.tx_acc[12]  U_uart.U_baud_clk.tx_acc[12]
max reg2reg       4.51         U_send_signal.cnt[26]          U_send_signal.cnt[8]
min reg2reg       0.48  U_uart.U_baud_clk.tx_acc[12]  U_uart.U_baud_clk.tx_acc[12]
[kinds of logic (layout without fill, tap and decap cells)]
family                   Yosys count  after routing  synth area share
AND/OR/NAND/NOR                  121            121            0.2147
flip-flops                        67             67            0.4860
AND-OR/OR-AND                     45             45           0.08823
XOR/XNOR                          31             31           0.08547
buffers and inverters             31             30           0.03860
adder cells (fa/ha/maj)           13             13           0.05120
multiplexers                      10             10           0.03584
[routing by layer]
| metal | vias to the layer above | share of wire |
|---|---|---|
| met4 | 0 | 0.0050 |
| met2 | 17 | 0.43 |
| li1 | 1143 | - |
| met1 | 992 | 0.55 |
| met3 | 2 | 0.019 |
| met5 | - | 0 |
Power is estimated from default activity; no workload was simulated.
