==> ./design.v <==
module gray(out, clk, rst);
	output	reg [3:0] out;
	input	clk, rst;
	reg		[4:0] q;
	always @(posedge clk or posedge rst) begin
		if (rst) begin
			out <= 4'b0000;
			q <= 4'b0000;
		end
		else begin
			out <= {q[3], q[3:1] ^ q[2:0]};
			q <= q + 1;
		end
	end
endmodule
==> ./run.sh <==
#!/bin/bash
# OpenROAD 26Q1-2900-gdf79404cd8, Yosys 0.63+post, stock flow scripts
make -C /OpenROAD-flow-scripts/flow DESIGN_CONFIG=/design/flow/config.mk WORK_HOME=/design/flow/orfs finish
==> ./config.mk <==
export PLATFORM = sky130hd
export DESIGN_NAME = gray
export DESIGN_NICKNAME = gray
export VERILOG_FILES = /design/flow/design.v
export SDC_FILE = /design/flow/constraint.sdc
export NUM_CORES = 4
export LEC_CHECK = 1
export CORE_AREA = 10 10 70 70
export DIE_AREA = 0 0 80 80
==> ./constraint.sdc <==
current_design gray

set clk_period 1.2
set clk_io_pct 0.2

create_clock -name clk0 -period $clk_period [get_ports {clk}]

set non_clock_inputs [all_inputs -no_clocks]
set_input_delay [expr $clk_period * $clk_io_pct] -clock clk0 $non_clock_inputs
set_output_delay [expr $clk_period * $clk_io_pct] -clock clk0 [all_outputs]
==> impl_metrics.ini <==
; yosys + openroad results
[logic_synthesis]
top_logic_kind = XOR/XNOR gates
ys_sh_mux = 0
ys_ff = 7
synth-cells-yosys = 16
synth_area_um2 = 245
xor_share = 0.107
synth_seq_share = 0.714
aoi_share = 0
synth_cells = 16
ys_sh_simple = 0.0153
yosysUniqueCellTypes = 7
fa_ha_area_frac = 0.102
yosysWarnings = 1
syn_area_per_cell_um2 = 15.3
yosys_area_um2 = 245

[placement]
placed_area_um2 = 345
gp_congestion = 0.667
port_buffers = 5

[global_routing]
gr-usage-all-layers = 0.0114
grt_pass1_wl_um = 600
overflow = 0
grt_max_degree = 8
grt_pass1_vias = 134
antenna_found_initial = 0

[drt]
wl_per_cell_um = 5.20
drtAntennaViolNets = 0
vias_per_cell = 1.85
wl_met1_um = 146
drt_iter0_markers = 1
vias = 131
totalWireLength_um = 369
routed-wl-met3_um = 73
first_pass_iters = 2
antenna-diode-count = 0
route.met2.wl_um = 149
drcViolationCount = 0
maxUsedRoutingLayer = met3

[worst_setup_path]
cp.required_ns = 0.96
crit_fanout = 2
rrSetupSlack_ns = 0.22
critical-path-top-delay-family = flip-flops
critical_path_arrival_ns = 0.84
cp-end-kind = primary output
critPathLaunchType = register
path_buffers = 1
worstPathCellList = dlygate4sd2_1
crit_slowest_cell = dfrtp_1
setup.worst_path.class = register to primary output
cpPeakStageDelay_ns = 0.36

[die]
io_pins = 6
chipArea_um2 = 6400
core_util_floorplan = 0.0718
fp.coreArea_um2 = 3420
fp.dieW_um = 80
fp.dieH_um = 80
rows = 21

[job]
log.warning_count = 25
max_cap_viol_count = 0

[cts]
clock_path_buffers = 2
clk_pin_slew_worst_paths_ns = 0.05
cts_tree = yes
numCtsBuffers = 3
clock-sinks = 7
clkLatencyLatePin_ns = 0.24
htreeDepth = 1
clock-root-buffer = clkbuf_4

[sta]
maxSlewViolCount = 0
min_period_ns = 1.08
grt_setup_unrepaired = false
hold_slack_ns = 0.226
relSlewSlack = 0.828
worst_pin_slew_ns = 0.257
skew_ns = 0.00323
finalSetupViolations = 0
tns_ns = 0
hold_violations = 0
period_used_share = 0.900
max_freq_ghz = 0.926

[hold_path]
hold_class = input port to asynchronous set/reset pin

[finish]
drive_gt1_frac = 0.160
stdcell_area_um2 = 374
area_growth_pct = 52.6
lay_top_cells = dfrtp_1 (7), dlygate4sd2_1 (4), clkbuf_4 (3)
layout.cells.most_common = dfrtp_1

[pwr]
p_int_mw = 0.366
ir_drop_v = 0.000137
switching_share = 0.185
switchingPower_mw = 0.0832
p_comb_frac = 0.017
p_leak_nw = 0.195
power_frac_clock = 0.456
p_total_mw = 0.449
pwr-share-seq = 0.527
cellPowerDensity_nw_per_um2 = 1200

[outcome]
outcome = complete, no violations
-- power groups by stage --
stage     Clock [mW]  Sequential [mW]  Combinational (mW)
5_1_grt        0.231            0.236             0.00895
6_report       0.205            0.237             0.00766
4_1_cts        0.220            0.236             0.00808
-- final cells by class --
class	count	area [um2]
clock buffer	4	26.3
fill	396	3040
tap	46	57.6
inverter	2	7.51
sequential	7	175
timing repair buffer	6	52.6
multi-input combinational	6	55.1
-- routing by layer --
metal | vias to the layer above | GRT usage
li1 | 67 | -
met4 | 0 | 0.00880
met2 | 6 | 0.0152
met3 | 0 | 0.00909
met1 | 58 | 0.0115
met5 | - | 0
-- timing repair --
| item | in CTS | in global routing |
|---|---|---|
| setup endpoints to repair | 4 | 0 |
| hold buffers | 0 | 0 |
| resized | 4 | 0 |
| hold endpoints to repair | 0 | 0 |
| setup buffers | 1 | 0 |
-- path summary, 6_finish.rpt --
| kind | depth (start not counted) | startpoint | to |
|---|---|---|---|
| worst max-delay path | 1 | q[1]$_DFF_PP0_ | out[0] |
| worst min-delay path | 2 | rst | q[2]$_DFF_PP0_ |
| worst max register to register | 3 | q[1]$_DFF_PP0_ | q[2]$_DFF_PP0_ |
| worst min register to register | 0 | q[3]$_DFF_PP0_ | out[3]$_DFF_PP0_ |
| max in group asynchronous | 2 | rst | q[0]$_DFF_PP0_ |
| min in group clk0 | 0 | q[3]$_DFF_PP0_ | out[3]$_DFF_PP0_ |
-- metrics by stage --
step	std cells	setup WS (ns)	util
after floorplan	16	0.351	-
after global placement	66	0.137	0.101
after detailed placement	66	0.122	0.101
after CTS	71	0.104	0.110
after global routing	71	0.0868	0.110
final	71	0.120	0.110
-- Yosys cell counts --
master,instances,area [um2]
inv_1,2,7.51
xnor2_1,1,8.76
dfrtp_1,7,175
xor2_1,2,17.5
ha_1,2,25.0
buf_4,1,7.51
nand2_1,1,3.75
-- logic make-up after synthesis --
family	after synthesis
buf+inv	3
fa+ha+maj	2
simple gates	1
xor+xnor	3
flops	7
-- flip-flops by register name, indices dropped and copies added, names as in the netlist --
register,flops
q,4
out,3
No activity file was given, so power comes from the tool's default toggle rates.
